[./config.mk]
export PLATFORM = sky130hd
export DESIGN_NAME = fifo
export DESIGN_NICKNAME = fifo
export VERILOG_FILES = /design/flow/design.v
export SDC_FILE = /design/flow/constraint.sdc
export NUM_CORES = 4
export LEC_CHECK = 1
export CORE_UTILIZATION = 40
[./constraint.sdc]
current_design fifo

set clk_period 3.7
set clk_io_pct 0.2

create_clock -name clk0 -period $clk_period [get_ports {clk}]

set non_clock_inputs [all_inputs -no_clocks]
set_input_delay [expr $clk_period * $clk_io_pct] -clock clk0 $non_clock_inputs
set_output_delay [expr $clk_period * $clk_io_pct] -clock clk0 [all_outputs]
[./design.v]
module fifo
   #(
    parameter B=8,  
              W=2   
   )
   (
    input wire clk, reset,
    input wire rd, wr,
    input wire [B-1:0] w_data,
    output wire empty, full,
    output wire [B-1:0] r_data
   );
   reg [B-1:0] array_reg [2**W-1:0];   
   reg [W-1:0] w_ptr_reg, w_ptr_succ, r_ptr_reg, r_ptr_succ;
   reg full_reg, empty_reg;
	wire wr_en;
   assign r_data = array_reg[r_ptr_reg];	
   assign wr_en = wr & ~full_reg;
   always @(posedge clk, posedge reset)
      if (reset)
         begin
            w_ptr_reg <= 0;
            r_ptr_reg <= 0;
				w_ptr_succ <= 0;
				r_ptr_succ <= 0;
            full_reg <= 1'b0;
            empty_reg <= 1'b1;
         end
      else
         begin
				if (wr_en)  array_reg[w_ptr_reg] <= w_data;
				w_ptr_succ <= w_ptr_reg + 1;
				r_ptr_succ <= r_ptr_reg + 1;
				case ({wr, rd})
					2'b01:  
						if (~empty_reg)  
							begin
								r_ptr_reg <= r_ptr_succ;
								full_reg <= 1'b0;
								if (r_ptr_succ==w_ptr_reg)
									empty_reg <= 1'b1;
							end
					2'b10:  
						if (~full_reg)  
							begin
								w_ptr_reg <= w_ptr_succ;
								empty_reg <= 1'b0;
								if (w_ptr_succ==r_ptr_reg)
									full_reg <= 1'b1;
							end
					2'b11:  
						begin
							w_ptr_reg <= w_ptr_succ;
							r_ptr_reg <= r_ptr_succ;
						end
				endcase
         end
	assign full = full_reg;
   assign empty = empty_reg;
endmodule
[./run.sh]
#!/bin/bash
# OpenROAD 26Q1-2900-gdf79404cd8, Yosys 0.63+post, stock flow scripts
make -C /OpenROAD-flow-scripts/flow DESIGN_CONFIG=/design/flow/config.mk WORK_HOME=/design/flow/orfs finish
==> results_slide.txt <==
Flow Results at a Glance

Floorplanning
  • Top Ports: 22
  • Die H: 67.7 um
  • Die area: 4580 um^2
  • Core Area: 4090 um^2
  • Die width: 67.7 um
  • Starting density of the core: 42.3%
  • # rows: 23

Yosys
  • Yosys stat cell total: 105
  • Yosys synthesis warning count: 2
  • Post-synth top cells: edfxtp_1, inv_1, dfrtp_1
  • Async S/R FF share, synth: 23.8%
  • Yosys Chip Area: 1730 um^2
  • Mapped Area: 1730 um^2
  • Synth Area per Inst: 16.4 um^2
  • Top logic family: multiplexers
  • EDFF count, synth: 32
  • Top-area cell share: 55.7%
  • Top-count cell post-synth: edfxtp_1
  • Cells after Synth: 105
  • Synth flops: 42
  • Post-synthesis simple-gate area fraction: 3.41%
  • Adder Share, Synth: 5.80%
  • Synth cell types: 23
  • Ranking of synthesized cells by area: edfxtp_1, dfrtp_1, ha_1
  • Mux frac, synth: 7.68%
  • Synth Flop Type: edfxtp_1
  • XOR Share, Synth: 2.03%
  • Aoi share: 6.45%
  • Largest area contributor in the netlist: edfxtp_1
  • Post-synthesis sequential area ratio: 70.2%

Clocking
  • Num Clock Sinks: 42
  • Clk latency of the worst-skew pair: 0.29 ns
  • CTS tree: yes
  • Reg clk slew, reported paths: 0.07 ns
  • Hold-fix buffers, CTS: 0
  • H-tree depth: 2
  • Root Driver: clkbuf_8
  • Post-CTS resize count: 0
  • Post-CTS Setup Bufs: 0
  • CTS buffer count: 5
  • Bufs on Longest Clock Path: 2

Layout
  • Fillers: 354
  • Layout area overhead: 19.2%
  • Design Area, Final: 2060 um^2
  • Max FFs per register: 32
  • Fraction of layout cells with a size suffix above 1: 10.0%

Flow run
  • Tool Warnings: 31
  • Max capacitance violation total: 0

Route
  • DR vias: 923
  • N_diodes: 0
  • Drt pass-1 iters: 4
  • Via/cell ratio: 5.13
  • DRT iter0 DRCs: 89
  • Post-DRT Antenna Nets: 0
  • DRC violations left: 0
  • Max Used Layer: met4
  • WL met2: 1430 um
  • Post-Route WL: 2950 um
  • Wire length on met1: 1250 um
  • Routed len/inst: 16.4 um
  • Met3 wire length: 227 um

STA
  • Final hold vios: 0
  • Final Max Slew Viols: 0
  • RSZ-0062 raised after global routing: false
  • Fmax: 349 MHz
  • Worst Skew: 0.00379 ns
  • Cycle use final: 77.4%
  • Setup TNS: 0 ns
  • Slew HR: 64.9%
  • Final setup fails: 0
  • Final min period: 2.87 ns
  • Worst-margin pin slew: 0.527 ns

Setup path
  • Crit Path Max Fanout: 8
  • CP Class: reg2out
  • Data required time of the worst path: 2.96 ns
  • Critical Path Source Type: register
  • Critical path arrival: 2.13 ns
  • Internal reg-to-reg setup slack: 2.22 ns
  • Setup crit end kind: primary output

Power and ir drop
  • Switch Pwr: 417 uW
  • Combinational power share: 34.3%
  • Worst VDD drop: 0.347 mV
  • Clock Power Share: 18.9%
  • Int Pwr: 1.02 mW
  • Leak: 0.789 nW
  • Pwr Density: 697 nW/um^2
  • Seq pwr share: 46.8%
  • Switching Fraction: 29.1%

Global routing
  • GRT overflow: 0
  • GR Util All Layers: 15.7%
  • First-pass GRT wire length: 4820 um
  • Vias in the first global route: 982
  • Initial antenna violation count: 0
  • Largest net degree at the start of global routing: 13

Place
  • Post-detail-place hpwl: 1910 um
  • Cell Area, Placed: 1980 um^2
  • Gp weighted congestion: 0.756
  • IO buf count: 21

Run status
  • Status: finished, final reports clean

Worst hold path
  • Worst Hold Class: reg2reg
==> cell families (layout without fill, tap and decap cells) <==
family	after synthesis	in the layout
DFF	42	42
buffers and inverters	18	43
AOI/OAI and AO/OA	12	12
muxes	12	12
and+or+nand+nor	9	9
adders and majority gates	8	8
xor gates and xnor gates	4	4
==> per-layer routing <==
layer	global-route usage [%]	vias up
met2	26.2	35
met4	2.13	0
met3	6.34	6
met5	0	-
met1	20.5	443
li1	-	439
==> power groups by stage <==
stage         clock network (mW)  logic (mW)  registers (mW)
global route               0.298       0.557           0.685
finish                     0.272       0.492           0.672
CTS                        0.277       0.502           0.673
==> final timing paths <==
path                              startpoint              end  cells after the start
worst max-delay path            r_ptr_reg[0]        r_data[5]                      4
worst min-delay path               empty_reg        empty_reg                      2
worst max register to register  w_ptr_reg[0]  array_reg[2][6]                      3
worst min register to register     empty_reg        empty_reg                      2
max in group asynchronous              reset        empty_reg                      2
min in group asynchronous              reset         full_reg                      2
==> stage by stage <==
step | cells | util (%) | hold WS [ns] | power (mW) | setup slack (ns)
global placement | 173 | 48.4 | 0.504 | 1.18 | 1.15
detailed placement | 173 | 48.4 | 0.500 | 1.18 | 1.14
floorplan | 105 | - | 0.478 | 0.938 | 1.82
finish | 180 | 50.4 | 0.530 | 1.44 | 0.835
global route | 180 | 50.4 | 0.552 | 1.54 | 0.672
CTS | 180 | 50.4 | 0.531 | 1.45 | 0.818
==> layout make-up <==
| class | count | area, um^2 | share of cell area [%] |
|---|---|---|---|
| multi-input cells | 45 | 438 | 21.3 |
| flip-flops and latches | 42 | 1210 | 58.9 |
| well taps | 50 | 62.6 | 3.04 |
| clock inverters | 2 | 10.0 | 0.486 |
| repair buffers | 21 | 210 | 10.2 |
| inverters | 15 | 56.3 | 2.74 |
| clock buffers | 5 | 68.8 | 3.34 |
==> placed cells by master (no fill, tap or decap), drive strengths merged <==
cell / n
edfxtp: 32
clkdlybuf4s50: 21
inv: 15
dfrtp: 9
a222oi: 8
mux2i: 8
ha: 8
clkbuf: 5
and2: 4
mux2: 4
o21ai: 3
xnor2: 2
xor2: 2
clkinv: 2
and3: 1
nand4b: 1
nand2b: 1
nand2: 1
nor3b: 1
o32ai: 1
dfstp: 1
==> worst max-delay path, stage by stage (launching register included) <==
cell,delay (ns)
dfrtp_1,0.44
inv_1,0.13
ha_1,0.50
mux2i_1,0.28
clkdlybuf4s50_1,0.48
Power is estimated from default activity; no workload was simulated.
